$ cat design/flow/run.sh
#!/bin/bash
# OpenROAD 26Q1-2900-gdf79404cd8, Yosys 0.63+post, stock flow scripts
make -C /OpenROAD-flow-scripts/flow DESIGN_CONFIG=/design/flow/config.mk WORK_HOME=/design/flow/orfs finish
$ cat design/flow/config.mk
export PLATFORM = sky130hd
export DESIGN_NAME = done_gen
export DESIGN_NICKNAME = done_gen
export VERILOG_FILES = /design/flow/design.v
export SDC_FILE = /design/flow/constraint.sdc
export NUM_CORES = 4
export LEC_CHECK = 1
export CORE_AREA = 10 10 74 74
export DIE_AREA = 0 0 84 84
$ cat design/flow/constraint.sdc
current_design done_gen

set clk_period 3.3
set clk_io_pct 0.2

create_clock -name clk0 -period $clk_period

set non_clock_inputs [all_inputs -no_clocks]
set_input_delay [expr $clk_period * $clk_io_pct] -clock clk0 $non_clock_inputs
set_output_delay [expr $clk_period * $clk_io_pct] -clock clk0 [all_outputs]
$ cat design/flow/design.v
module done_gen(doac, dowc, dowr, cinw, mode, done);
  input [7:0] doac, dowc, dowr;
  input [1:0] mode;
  input cinw;
  output reg done;
  always @(doac or dowc or dowr or cinw or mode)
    casex({mode,cinw})
      3'b00_0 : done = (dowc === 8'b1);
      3'b00_1 : done =~(dowc);
      3'b01_0 : done = (dowc + 1 === dowr);
      3'b01_1 : done = (dowc === dowr);
      3'b10_x : done = (dowc === doac);
      3'b11_x : done = 1'b0;
    endcase
endmodule
==> run notes <==
yosys + openroad results -> DP HPWL 1640 um, worst-margin pin slew 249 ps, worst min path class input port to primary output, Top cell excl fill/tap clkdlybuf4s50_1, CP Capture Type primary output, die height 84 um, Synth cell types 29, port buffer count 28, Peak VDD IR 0.0000484 V, Crit Path Category input port to primary output, Leakage 0.360 nW, clkbuf count 0, status completed, Max-Cap Viols 0, Net Sw Power 0.0000470 W, Tmin final 3050 ps, sw frac 40.0%, Area Overhead vs Synth 84.2%, Seq pwr share 0%, drt total wl 1870 um, first-pass GRT wire length 3260 um, FF/Latch Area 0 um^2, Critical Path RT 2640 ps, Initial DRC Count 13, crit-path max FO 6, CP arrival 2390 ps, RSZ-0062 raised after global routing false, total power draw 0.000117 W, largest net degree at the start of global routing 20, final instance area 993 um^2, Pwr Density 118 nW/um^2, initial antenna violation count 0, Fmax 328 MHz, Hold Buf Count CTS 0, sequential cell count 0, die area 7060 um^2, Slew headroom 83.2%, Power Internal 0.0000704 W, routability cong. 0.810, Synth Seq Share 0%, post-CTS setup buffers 0, endpoints failing setup 0, Finished Layout Cells 166, most numerous logic cells after layout clkdlybuf4s50_1, buf_4, xnor2_1, nand2_1, nand3_1, Vias per Instance 3.90, Setup WS post-layout 248 ps, combinational share of power 100.0%, Sum Neg Setup Slack 0 ps, Placed Cells incl. Taps 166, Mapped Area 539 um^2, Setup crit start kind input port, Core Util at FP 13.6%, Hold Violations, Final 0, post_cts resized 4, overall routing resource usage 5.28%, Core Rows 23, yosys stat area 539 um^2, Tcrit/Tclk final 92.5%, core footprint 3970 um^2, vias in the first global route 696, Setup Slack @ Placement -114 ps, WL/cell 11.2 um, synthesized area per cell 7.00 um^2, Max Slew Vio Count 0, Final ANT Viol Nets 0, ant diodes 0, DP Area 983 um^2, Filler Cells Inserted 447, via count 647, Die Span X 84 um, DRT Pass-1 Iters 2, Top-Level Pins 28, clock network fraction of total power 0%, drt drc 0, GRT overflow 0, yosys stat cell total 77, stage-log warning count 32, logic area 517 um^2, Cells after Synth 77, share of layout cells above drive strength 1 19.0%, Ys Warns 1
worst max-delay path, stage by stage:
cell and delay (ps):
clkdlybuf4s50_1 470, buf_4 190, xor2_1 130, or3_1 290, o21ai_0 70, and4_1 190, a21oi_1 80, o41ai_2 60
dlygate4sd2_1 250
per-stage QoR:
step	utilization, %	hold slack (ps)
after floorplan	-	1490
after global placement	24.8	2490
after detailed placement	24.8	2500
after CTS	25.0	2270
after global routing	25.0	2310
final	25.0	2240
kinds of logic after synthesis:
group,Yosys count,synth area share (%)
AND/OR/NAND/NOR,34,37.6
multiplexers,1,2.09
adder cells (fa/ha/maj),1,2.32
XOR/XNOR,19,30.9
buffers and inverters,6,6.50
AND-OR/OR-AND,16,20.7
cell usage after synthesis:
cell type	number	share of area, %
mux2_1	1	2.1
nand4_1	2	2.3
a21oi_1	4	3.7
and4_1	1	1.6
nor4_1	1	1.2
buf_6	1	2.1
inv_1	1	0.70
and4bb_2	1	2.3
xor2_1	6	9.7
o21ai_0	2	1.9
xnor2_1	13	21
buf_2	4	3.7
nand4_4	1	3.9
and2_4	1	1.6
nand2b_1	1	1.2
a31oi_1	1	1.2
o22ai_1	6	7.0
o32ai_2	1	3.0
and3_1	1	1.2
nor2_1	3	2.1
o21ai_1	1	0.93
nand3b_1	1	1.4
nor4b_1	2	3.2
ha_1	1	2.3
nand2_1	10	7.0
nor3_1	1	0.93
o41ai_2	1	3.0
nand3_1	7	6.5
or3_1	1	1.2
power groups by stage:
stage | Sequential, W | Combinational [W] | Clock (W)
CTS | 0 | 0.000119 | 0
global route | 0 | 0.000129 | 0
finish | 0 | 0.000117 | 0
layout make-up:
cell class                      count  share of cell area [%]
Inverter                            1                   0.378
Timing Repair Buffer               44                    41.3
Tap cell                           50                    6.30
Multi-Input combinational cell     71                    52.0
path summary, 6_finish.rpt:
| check | from | end | slack [ps] | depth (start not counted) |
|---|---|---|---|---|
| hold / removal | mode[0] | done | 2240 | 6 |
| setup / recovery | dowc[1] | done | 250 | 9 |
per-layer routing:
layer  GRT usage [%]  routed length (um)  vias to the layer above
li1                -                   -                      360
met1            7.04                 892                      271
met2            8.85                 871                       16
met3            1.28                 102                        0
met4               0                   0                        0
met5               0                   0                        -
Power figures rest on the tool's default switching activity, not on a simulated workload.
