<file path="/design/flow/run.sh">
#!/bin/bash
# OpenROAD 26Q1-2900-gdf79404cd8, Yosys 0.63+post, stock flow scripts
make -C /OpenROAD-flow-scripts/flow DESIGN_CONFIG=/design/flow/config.mk WORK_HOME=/design/flow/orfs finish
</file>
<file path="/design/flow/config.mk">
export PLATFORM = sky130hd
export DESIGN_NAME = counter
export DESIGN_NICKNAME = counter
export VERILOG_FILES = /design/flow/design.v
export SDC_FILE = /design/flow/constraint.sdc
export NUM_CORES = 4
export LEC_CHECK = 1
export CORE_AREA = 10 10 70 70
export DIE_AREA = 0 0 80 80
</file>
<file path="/design/flow/constraint.sdc">
current_design counter

set clk_period 3.8
set clk_io_pct 0.2

create_clock -name clk0 -period $clk_period [get_ports {clk}]

set non_clock_inputs [all_inputs -no_clocks]
set_input_delay [expr $clk_period * $clk_io_pct] -clock clk0 $non_clock_inputs
set_output_delay [expr $clk_period * $clk_io_pct] -clock clk0 [all_outputs]
</file>
<file path="/design/flow/design.v">
module counter(clk,pl,reset,enc,inc,dec,cin,di,co,dataout);
  input clk,pl,enc,inc,dec,cin,reset;
  input [7:0] di;
  output co;
  output reg [7:0] dataout;
    always @(posedge clk)
     begin
      if(reset)
        dataout <= 8'b0;
  	  else
       if(pl)
        dataout <= di;
          else
            if(enc)
              if(inc && ~cin)
                begin
                  dataout <= dataout + 1;
                end
  				else
                  if(dec && ~cin)
                    begin
                      dataout <= dataout - 1;
                    end
  end
  assign co = (~((dataout===8'hff) && inc && enc)) && (~((dataout===8'h00) && dec && enc)) || cin;
endmodule
</file>
==> out/metrics.yaml <==
finalWeightedCongestion: 0.915
synth_cells: 86
detailed_place_hpwl_um: 1620
hold_viol_final: 0
power_frac_clock_pct: 24.8
drv_slew: 0
cellInternalPower_uw: 188
cp-startpoint: "inc"
r2r-end: "dataout[6]$_SDFFE_PP0P_"
grt_max_degree: 16
htree_num_levels: 1
reg.largest.list: "dataout: 8 flops"
post_cts.repair.setup_buffers: 0
worst_path_dominant_cell_family: "buffers and inverters"
floorplan.core_area_um2: 3420
drive_above_1_share_pct: 6.42
clock_insertion_delay_worst_skew_ns: 0.26
logic_area_um2: 552
grt_use_met1_pct: 8.56
fin_crit_ns: 2.82
detail_route.wl_per_cell_um: 13.1
cp_arrival_ns: 2.06
power_density_nw_per_um2: 271
worstPathBufferInverterCount: 2
detailedRoute.firstIterationViolations: 31
clock_tree_from_tritoncts: "yes"
grt_pass1_vias: 729
number_of_violations_of_the_max_capacitance_limit: 0
final_setup_skew_ns: 0.00339
sequentialPowerShare_pct: 36.7
std_cell_rows: 21
synth-main-ff-cell: "dfxtp_1"
timing.critical_path.mode_cell: "clkdlybuf4s50_1"
core_utilization_at_floorplan_pct: 21.5
synthesis.yosys.warnings: 1
setup-tns-final_ns: 0
worst-r2r-cell-count: 6
clkTransAtPathRegs_ns: 0.06
postSynth.asyncResetShare_pct: 0
worstPathRequired_ns: 3.04
synth_cell_type_count: 36
detail_route.first_pass.iterations: 4
worst-slew-pin-transition_ns: 0.570
crit_chain: "clkdlybuf4s50_1 -> nand2_1 -> nor3_1 -> o21ai_0 -> clkdlybuf4s50_1"
globalRoute.totalOverflow: 0
vertical_extent_of_the_die_um: 80
antenna_found_initial: 0
syn_area_per_cell_um2: 8.54
instances_no_fill: 155
path_class: "primary input to output pin"
worst_hold_path.num_cells: 2
grt_first_pass_wirelength_um: 3490
comb_power_share_pct: 38.6
warnings: 26
via_per_instance_ratio: 4.70
cts.sinks: 8
num_antenna_cells: 0
switching_share_pct: 32.6
vdd_ir_drop_max_uv: 114
worstReg2RegStart: "dataout[0]$_SDFFE_PP0P_"
clock_tree.root_cell: "clkbuf_4"
critPathMaxStageDelay_ns: 0.53
design.portCount: 24
count_of_cells_resized_by_post_cts_repair: 0
dp_cells: 152
cell_count_listed_in_synth_stat_txt: 86
setup_violations: 0
timing.fmax_ghz: 0.354
timing.critical_path.fanout_max: 3
ys_ff: 8
run_status: "complete, no violations"
die_x_um: 80
start_kind: "primary input"
number_of_flip_flops_under_the_largest_register_name: 8
registers.top_by_ff_count: "dataout"
totalWireLength_um: 2030
timing.slew.headroom_pct: 61.9
groute.usage.overall_pct: 6.52
power_leakage_nw: 0.391
critical_path.endpoint_type: "output pin"
min_path_type: "register to register"
cts-root-to-sink-buffers: 2
remaining_drc_errors: 0
fin_crit_sh_pct: 74.3
chip_area_from_the_yosys_synthesis_statistics_um2: 734
rsz0062_at_grt: "no"
whs_endpoint: "dataout[4]$_SDFFE_PP0P_"
area_growth_syn_to_layout_pct: 39.7
drt.antenna.violating_nets: 0
cts_buffers: 3
flop_area_um2: 160
crit_slowest_cell: "clkdlybuf4s50_1"
ys_seq_share_pct: 21.8
grt_util_met2_pct: 10.0
global_route.usage.met3_pct: 2.84
hold_path_startpoint: "dataout[4]$_SDFFE_PP0P_"
grt_most_used_layer: "met2"
fillCellCount: 377
power.switching_uw: 90.6
buffer_ports.inserted: 23
edff_count_synth: 0
floorplan.die_area_um2: 6400
hold_fix_buffers_at_cts: 0
routed-via-count: 728
synth.cell_area_um2: 734
setup_slack_of_the_worst_register_to_register_path_ns: 1.97
final cells by class:
| class | instances | share of cell area (%) |
|---|---|---|
| Multi-Input combinational cell | 74 | 53.8 |
| Sequential cell | 8 | 15.6 |
| Tap cell | 46 | 5.61 |
| Inverter | 1 | 0.366 |
| Clock buffer | 3 | 2.20 |
| Timing Repair Buffer | 23 | 22.4 |
logic make-up (layout without fill, tap and decap cells):
logic type      count (synthesis)  in the layout  share of synthesized area (%)
simple gates                   30             30                           23.2
flops                           8              8                           21.8
xor+xnor                        5              5                           5.96
mux                             6              6                           8.52
buf+inv                         4             27                           3.07
fa+ha+maj                       8              8                           14.7
compound gates                 25             25                           22.8
layout by cell type, fill, tap and decap left out, types with 2 or more instances in the layout:
master / Yosys / final
clkdlybuf4s50_1: 0 / 23
mux2_1: 2 / 2
a21oi_1: 5 / 5
clkbuf_4: 0 / 3
ha_1: 7 / 7
mux2i_1: 4 / 4
nor4_1: 2 / 2
nand3b_1: 3 / 3
dfxtp_1: 8 / 8
xor2_1: 3 / 3
o21ai_0: 5 / 5
o22ai_1: 2 / 2
xnor2_1: 2 / 2
a21o_1: 2 / 2
a31oi_1: 2 / 2
a211oi_1: 3 / 3
nor3_1: 2 / 2
nand2_1: 7 / 7
nor2_1: 7 / 7
through the flow:
step	utilization, %	setup slack [ns]	hold WS, ns	instance area, um2	total power, mW
final	30.0	0.977	0.574	1030	0.278
after global routing	30.0	0.820	0.607	1030	0.302
after CTS	30.0	0.967	0.576	1030	0.281
after detailed placement	29.4	0.776	0.568	1000	0.212
after global placement	29.4	0.801	0.559	1000	0.211
after floorplan	-	1.47	0.514	734	0.169
tightest hold or removal path, cell delays in order (launching register included):
cell and delay [ns]:
dfxtp_1 0.35, nand3b_1 0.10, a31oi_1 0.07
power by group through the flow:
| stage | sequential, mW | combinational [mW] | clock, mW |
|---|---|---|---|
| finish | 0.102 | 0.107 | 0.0689 |
| global route | 0.104 | 0.123 | 0.0752 |
| CTS | 0.102 | 0.108 | 0.0704 |
cell usage after synthesis, types with 2 or more instances:
cell type | count | share of area, %
dfxtp_1 | 8 | 22
ha_1 | 7 | 12
nand2_1 | 7 | 3.6
nor2_1 | 7 | 3.6
a21oi_1 | 5 | 3.4
o21ai_0 | 5 | 3.4
mux2i_1 | 4 | 5.5
a211oi_1 | 3 | 3.1
nand3b_1 | 3 | 3.1
xor2_1 | 3 | 3.6
a21o_1 | 2 | 2.0
a31oi_1 | 2 | 1.7
clkbuf_1 | 2 | 1.0
mux2_1 | 2 | 3.1
nor3_1 | 2 | 1.4
nor4_1 | 2 | 1.7
o22ai_1 | 2 | 1.7
xnor2_1 | 2 | 2.4
how the worst max path moves through the flow:
stage	to	slack (ns)	cells past startpoint
CTS	co	0.97	5
global route	dataout[6]$_SDFFE_PP0P_	0.82	8
finish	co	0.98	5
per-layer routing:
| layer | part of all wire [%] | vias up | routed length [um] |
|---|---|---|---|
| li1 | - | 370 | - |
| met1 | 44 | 331 | 881 |
| met2 | 45 | 25 | 902 |
| met3 | 11 | 2 | 216 |
| met4 | 1.2 | 0 | 24 |
| met5 | 0 | - | 0 |
Power figures rest on the tool's default switching activity, not on a simulated workload.
