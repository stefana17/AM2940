==> design/flow/design.v <==
module mux1_3(clk,di0,di1,di2,dataout,seld);
  input clk;
  input [7:0] di0, di1;
  input [2:0] di2;
  output reg [7:0] dataout;
  input [1:0] seld;
  always @(di0 or di1 or di2 or seld)
      casex(seld)
        2'b00: dataout = di0;
        2'b01: dataout = di1;
        2'b1x: dataout = {5'b11111,di2};
      endcase
endmodule
==> design/flow/run.sh <==
#!/bin/bash
# OpenROAD 26Q1-2900-gdf79404cd8, Yosys 0.63+post, stock flow scripts
make -C /OpenROAD-flow-scripts/flow DESIGN_CONFIG=/design/flow/config.mk WORK_HOME=/design/flow/orfs finish
==> design/flow/config.mk <==
export PLATFORM = sky130hd
export DESIGN_NAME = mux1_3
export DESIGN_NICKNAME = mux1_3
export VERILOG_FILES = /design/flow/design.v
export SDC_FILE = /design/flow/constraint.sdc
export NUM_CORES = 4
export LEC_CHECK = 1
export CORE_AREA = 10 10 70 70
export DIE_AREA = 0 0 80 80
==> design/flow/constraint.sdc <==
current_design mux1_3

set clk_period 1.4
set clk_io_pct 0.2

create_clock -name clk0 -period $clk_period

set non_clock_inputs [all_inputs -no_clocks]
set_input_delay [expr $clk_period * $clk_io_pct] -clock clk0 $non_clock_inputs
set_output_delay [expr $clk_period * $clk_io_pct] -clock clk0 [all_outputs]
==> notes.md <==
The flow ran to the end, and the final reports show no timing, DRC or antenna violations. The number of port buffers works out to 29. Per the post-synthesis report, the number of cells in the design is 21.

The script computed the net switching share of total power as 28.3%. The logs give 954 um for the detailed-route wire length and 2 for the number of iterations in the first detailed-routing pass. The library cell occupying the most area in the post-synthesis netlist is sky130_fd_sc_hd__a211o_2. The final critical-path share of the clock period is 97.9%, and the maximum number of pins on one net before global-route repair is 9.

After synthesis, the most frequently instantiated cells are sky130_fd_sc_hd__a211o_2 (3), sky130_fd_sc_hd__mux2i_1 (3), sky130_fd_sc_hd__nand2_1 (3), sky130_fd_sc_hd__nor2b_1 (3), sky130_fd_sc_hd__o21ai_1 (3). The routed wirelength normalized by instance count was 9.54 um. The tools report the post-synthesis cell type count as 9.

Per the final layout report, the fraction of cells sized above drive strength 1 comes to 37.0%. The power report lists cell-internal power as 0.0868 mW. The via count of the first global-routing pass was 259. The logs give 21 for the number of placement rows and 150 sq um for the area occupied by multi-input gates. The run gives 80 um for the height of the die. The worst setup path is captured at a primary output. The die is 80 um wide. After synthesis, the design contains 21 cells according to Yosys.

Summed over all cells, the static leakage comes to 0.234 nW. met2 is the most crowded layer. In the Yosys report, the sequential cells make up 0% of the chip area. Summing over the stages, the warning tally comes to 33. The violation tally recorded at the end of detailed-routing iteration 0 is 2. For the standard cell area after detailed placement, the log shows 518 sq um. Overall routing resource usage recorded by global route was 2.59%.

In the final report, the number of hold violations comes to 0. Looking at the max-slew report, the worst-margin pin has a slew of 122 ps. The switching component of the power came out at 0.0343 mW. The run gives 0 as the hold buffer count at CTS.

The run gives 0 as the number of violations of the max-capacitance limit. Setup repair after global routing left no endpoint under its margin. The filler cells instantiated in the layout total 387. The minimum clock period after layout works out to 1370 ps. The critical setup path kind is in -> out.

The area of the die is 6400 sq um. The count of clock-net buffers in the final layout was 0; the layout overhead on the synthesized area was 226%. The data required time reported for the critical path is 1120 ps. The final route contains 272 vias. The run gives 19.4% for the proportion of netlist area held by the largest area contributor. Once detailed placement completed, the half-perimeter wirelength came to 838 um. 30 I/O pins were placed. The area of all sequential standard cells was 0 sq um. The tools report the initial antenna violation count as 0.

For the global-route track usage on met2, the log shows 4.74%. Per the OpenROAD floorplan log, the area of the core is 3420 sq um. The cell area after synthesis is 155 sq um. The worst min-delay path class is in -> out. The logs give 0.0221 mV for the highest ir drop seen on vdd and -543 ps for the worst setup timing slack at the placement stage. With the remaining global-route overflow at 0, the fraction of power consumed by combinational cells is 100.0%. In the routed netlist, the antenna diode instances number 0.

The yosys warning tally came out at 1. The final setup slack of the worst path was 28.7 ps; the power per cell area was 240 nW/um^2. In this run the mean area of a mapped cell was 7.39 sq um.

The type of element launching the critical path was an input pin. The clock group share of total power was 0%; the largest driver fanout on the critical path was 3. The tools report the starting density of the core as 4.54%.

In the global route stage, met1 resource usage came out at 3.03%. The detail route stage leaves a number of antenna-violating nets equal to 0. The logs give 1090 ps for the worst path arrival time and 0 for the count of final max-slew check failures. The run gives 91.6% for the remaining max-slew budget at the tightest pin. Global routing used 0.795% of the available met3 tracks. The overall power after layout is 0.121 mW, and the maximum clock frequency is 0.729 GHz. The sequential cell count of the final layout is 0, and the number of setup violations in the final report is 0. Of the total power, registers draw 0%. The mean number of vias per cell was 2.72; the final RePlAce weighted congestion was 0.774. The main area contributors are sky130_fd_sc_hd__a211o_2 (19%), sky130_fd_sc_hd__mux2i_1 (19%), sky130_fd_sc_hd__nor2b_1 (12%), sky130_fd_sc_hd__a211o_1 (11%), sky130_fd_sc_hd__nor2b_2 (11%). For the global-route wire length before repair, the log shows 1390 um.

The post-synthesis chip area from yosys was 155 sq um. The run gives 505 sq um as the post-route cell area. The DRC violation total left in the routed layout is recorded as 0.
## power by group through the flow
stage     sequential, mW  clock, mW  combinational (mW)
6_report               0          0               0.121
5_1_grt                0          0               0.132
4_1_cts                0          0               0.125
## critical path, cell delays in order
cell and delay, ps:
sky130_fd_sc_hd__dlygate4sd2_1 250, sky130_fd_sc_hd__buf_4 140, sky130_fd_sc_hd__a211o_2 300, sky130_fd_sc_hd__buf_2 110
## cells in the final DEF, fill, tap and decap left out
| cell type | count |
|---|---|
| sky130_fd_sc_hd__a211o_2 | 3 |
| sky130_fd_sc_hd__clkbuf_2 | 2 |
| sky130_fd_sc_hd__dlygate4sd2_1 | 8 |
| sky130_fd_sc_hd__nor2b_1 | 3 |
| sky130_fd_sc_hd__nor2b_4 | 2 |
| sky130_fd_sc_hd__o21ai_1 | 3 |
| sky130_fd_sc_hd__buf_4 | 2 |
| sky130_fd_sc_hd__dlymetal6s2s_1 | 1 |
| sky130_fd_sc_hd__buf_6 | 4 |
| sky130_fd_sc_hd__a211o_1 | 2 |
| sky130_fd_sc_hd__nand2_1 | 3 |
| sky130_fd_sc_hd__clkdlybuf4s50_1 | 11 |
| sky130_fd_sc_hd__buf_2 | 7 |
| sky130_fd_sc_hd__mux2i_1 | 3 |
## cells by family (layout without fill, tap and decap cells)
kind of cell / count (synthesis) / in the layout / synth area share, %
AOI/OAI and AO/OA: 8 / 8 / 40.3
buffers and inverters: 2 / 35 / 9.67
muxes: 3 / 3 / 19.4
and+or+nand+nor: 8 / 8 / 30.6
## timing repair
| action | 4_1_cts | 5_1_grt |
|---|---|---|
| pin swaps | 5 | 4 |
| setup endpoints to repair | 8 | 5 |
| resized | 39 | 4 |
| buffers inserted | 2 | 0 |
## layer usage
metal	vias up	part of all wire, %
met5	-	0
met4	0	0
met3	0	10
met2	11	52
met1	117	38
li1	144	-
## layout make-up
type	count	area share [%]
repair buffers	35	58.9
multi-input cells	19	29.7
well taps	46	11.4
## per-stage QoR
stage                     utilization [%]  setup TNS (ps)  hold slack, ps  cells
after global routing                 14.8               0             976    100
after global placement               15.2           -4160            1480     98
final                                14.8               0             923    100
after detailed placement             15.2           -4200            1480     98
after CTS                            15.0               0             960    100
after floorplan                         -               0             614     21
## worst paths after layout
| path | from | endpoint | slack (ps) | cells past startpoint |
|---|---|---|---|---|
| max | seld[1] | dataout[5] | 30 | 4 |
| min | di1[0] | dataout[0] | 920 | 4 |
Power and IR drop assume default switching activity.
